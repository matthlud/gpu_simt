**flow/config.mk**
```make
export PLATFORM = sky130hd
export DESIGN_NAME = tiny_gpu_core
export DESIGN_NICKNAME = tiny_gpu_core
export VERILOG_FILES = /design/flow/design.v
export SDC_FILE = /design/flow/constraint.sdc
export NUM_CORES = 4
export LEC_CHECK = 1
export CORE_UTILIZATION = 40
export SYNTH_HDL_FRONTEND = slang
```
**flow/design.v**
```verilog
package gpu_isa_pkg;
    typedef enum logic [3:0] {
        NOP   = 4'b0000,
        ADD   = 4'b0001,  
        SUB   = 4'b0010,  
        MOV   = 4'b0011,  
        LDR   = 4'b0100,  
        STR   = 4'b0101,  
        BEQ   = 4'b0110,  
        JMP   = 4'b0111   
    } opcode_t;
    typedef struct packed {
        opcode_t        opcode;
        logic [3:0]     rd;
        logic [3:0]     rs1;
        logic [3:0]     rs2;
        logic [15:0]    imm;  
    } instruction_t;
endpackage
`default_nettype none
module tiny_gpu_core
    import gpu_isa_pkg::*;
#(
    parameter int NUM_THREADS = 4,  
    parameter int DATA_WIDTH = 16
) (
    input  wire logic                   clk,
    input  wire logic                   rst_n,
    input  wire instruction_t           instr_in,      
    input  wire logic [DATA_WIDTH-1:0]  mem_rdata [NUM_THREADS],  
    output logic  [DATA_WIDTH-1:0]      mem_addr  [NUM_THREADS],  
    output logic  [DATA_WIDTH-1:0]      mem_wdata [NUM_THREADS],  
    output logic                        mem_we    [NUM_THREADS],  
    output logic  [15:0]                pc_out         
);
    logic [DATA_WIDTH-1:0] reg_file [NUM_THREADS][16];
    logic [NUM_THREADS-1:0] exec_mask;
    logic [15:0] pc;
    always_ff @(posedge clk or negedge rst_n) begin
        if (!rst_n) begin
            pc <= '0;
            exec_mask <= '1;  
            for (int t = 0; t < NUM_THREADS; t++) begin
                for (int r = 0; r < 16; r++) begin
                    reg_file[t][r] <= '0;
                end
                mem_we[t] <= 0;
            end
        end else begin
            for (int t = 0; t < NUM_THREADS; t++) mem_we[t] <= 0;
            case (instr_in.opcode)
                ADD: begin
                    for (int t = 0; t < NUM_THREADS; t++) begin
                        if (exec_mask[t]) begin
                            reg_file[t][instr_in.rd] <= reg_file[t][instr_in.rs1] + reg_file[t][instr_in.rs2];
                        end
                    end
                    pc <= pc + 1;
                end
                SUB: begin
                    for (int t = 0; t < NUM_THREADS; t++) begin
                        if (exec_mask[t]) begin
                            reg_file[t][instr_in.rd] <= reg_file[t][instr_in.rs1] - reg_file[t][instr_in.rs2];
                        end
                    end
                    pc <= pc + 1;
                end
                MOV: begin
                    for (int t = 0; t < NUM_THREADS; t++) begin
                        if (exec_mask[t]) begin
                            reg_file[t][instr_in.rd] <= instr_in.imm[DATA_WIDTH-1:0];
                        end
                    end
                    pc <= pc + 1;
                end
                LDR: begin
                    for (int t = 0; t < NUM_THREADS; t++) begin
                        if (exec_mask[t]) begin
                           mem_addr[t] <= reg_file[t][instr_in.rs1];
                           reg_file[t][instr_in.rd] <= mem_rdata[t];
                        end
                    end
                    pc <= pc + 1;
                end
                STR: begin
                    for (int t = 0; t < NUM_THREADS; t++) begin
                        if (exec_mask[t]) begin
                            mem_addr[t]  <= reg_file[t][instr_in.rs1];  
                            mem_wdata[t] <= reg_file[t][instr_in.rs2];  
                            mem_we[t]    <= 1'b1;
                        end
                    end
                    pc <= pc + 1;
                end
                BEQ: begin
                    for (int t = 0; t < NUM_THREADS; t++) begin
                        if (exec_mask[t]) begin
                            if (reg_file[t][instr_in.rs1] != reg_file[t][instr_in.rs2]) begin
                                exec_mask[t] <= 0;  
                            end
                        end
                    end
                    pc <= instr_in.imm;
                end
                JMP: begin
                    exec_mask <= '1;
                    pc <= instr_in.imm;
                end
                default: pc <= pc + 1;
            endcase
        end
    end
    assign pc_out = pc;
endmodule
```
**flow/constraint.sdc**
```tcl
current_design tiny_gpu_core

set clk_period 10.6
set clk_io_pct 0.2

create_clock -name clk0 -period $clk_period [get_ports {clk}]

set non_clock_inputs [all_inputs -no_clocks]
set_input_delay [expr $clk_period * $clk_io_pct] -clock clk0 $non_clock_inputs
set_output_delay [expr $clk_period * $clk_io_pct] -clock clk0 [all_outputs]
```
**flow/run.sh**
```bash
#!/bin/bash
# OpenROAD 26Q1-2900-gdf79404cd8, Yosys 0.63+post, stock flow scripts
make -C /OpenROAD-flow-scripts/flow DESIGN_CONFIG=/design/flow/config.mk WORK_HOME=/design/flow/orfs finish
```
==> flow_summary.json <==
{
  "async_reset_ff_share_pct": 89.1,
  "synth_area_per_cell_um2": 9.25,
  "clk_pin_slew_worst_paths_ps": 60,
  "hold_viol_final": 0,
  "lay_top_cells": "o21ai_0 (1,454), dfrtp_1 (1,044), nand2_1 (927)",
  "core-area_um2": 205000,
  "crit_path_cell_trace": "buf_8 -> buf_4 -> buf_4 -> mux4_2 -> mux4_2 -> ha_1 -> nor2_1 -> a2111oi_1 -> o31a_1 -> o21ai_1 -> or4_1 -> o311ai_0 -> xnor2_1 -> a21oi_2 -> a21oi_1",
  "crit_type": "input pin to flop",
  "post-dp-hpwl_um": 352000,
  "chipArea_um2": 208000,
  "numPortBuffers": 245,
  "edf_count": 128,
  "wl_per_cell_um": 43.8,
  "cts-hold-fix-buffers": 0,
  "drc_errors": 0,
  "rows": 166,
  "ys_area_um2": 82400,
  "post_cts_buffers": 0,
  "grt_max_degree": 151,
  "arrival_ps": 7900,
  "numCtsBuffers": 147,
  "cts_tree": "yes",
  "powerDensity_nw_per_um2": 200,
  "lay_top_count": "o21ai_0",
  "grt_use_total_pct": 51.9,
  "vias": 88100,
  "cts_sinks": 1176,
  "cap_violations": 0,
  "rsz0062_at_grt": "false",
  "synth_cells": 8913,
  "critPathLaunch": "instr_in[20]",
  "worstSetupStartpointType": "input pin",
  "die_height_um": 456,
  "path_delay_family": "AND-OR/OR-AND gates",
  "overflow": 0,
  "p_total_mw": 18.9,
  "final_cells": 11800,
  "place_inst": 11400,
  "cp-end-kind": "flop",
  "fmax_mhz": 139,
  "drive_gt1_share_pct": 17.1,
  "cts_resized": 0,
  "routed_wl_um": 518000,
  "status": "finished clean",
  "io_pins": 246,
  "p_leak_nw": 37.5,
  "tool_warnings": 107,
  "vias_per_cell": 7.43,
  "min_period_ps": 7220,
  "floorplan.core_util_pct": 40.3,
  "place_area_um2": 89500,
  "cts_max_path_buffers": 3,
  "cpPeakStageDelay_ps": 660,
  "die_w_um": 456,
  "syn_area_um2": 82400,
  "drtPass1Iterations": 9,
  "slew_violations": 0,
  "crit_path_max_fanout": 37,
  "fillCellCount": 18800,
  "netlist-cell-type-count": 93,
  "yosys_cells": 8913,
  "fin_skew_ps": 43.7,
  "final_cell_area_um2": 94800,
  "ys_seq_share_pct": 36.5,
  "worst_pin_slew_ps": 1360,
  "clk_latency_ps": 860,
  "synth-seq-cells": 1176,
  "crit_buf_inv": 3,
  "setup_viol_count_final": 0,
  "gp_congestion": 1.08,
  "ys_warn_count": 0,
  "required_ps": 11280,
  "drtIter0Drc": 11100,
  "htree_num_levels": 4,
  "ff_type": "dfrtp_1",
  "vdd_drop_max_mv": 0.212,
  "cpMaxStageDelayCell": "a21oi_2",
  "fin_tns_setup_ps": 0,
  "antenna_found_initial": 99,
  "synthToLayoutAreaGrowth_pct": 15.0,
  "postRouteAntennaNets": 0,
  "grt_pass1_vias": 83400,
  "hold_path.class": "flop to flop",
  "slew_headroom_pct": 8.44,
  "cts-root-buf": "clkbuf_16",
  "fin_crit_sh_pct": 68.1,
  "holdWs_ps": 498,
  "grt_pass1_wl_um": 703000
}
## layer usage
metal | global-route usage, % | wire (µm)
met1 | 58.7 | 168000
met2 | 62.9 | 198000
met3 | 40.3 | 96600
met4 | 40.8 | 52800
met5 | 12.4 | 3270
## synth_stat cells, types with 110 or more instances
master	number	area share, %
inv_1	113	0.51
o32a_1	158	1.9
nand3_1	257	1.6
dfrtp_1	1044	32
a221o_1	110	1.3
a21oi_1	763	4.6
a31oi_1	180	1.4
ha_1	121	1.8
nand2_1	938	4.3
mux4_2	614	17
clkbuf_1	834	3.8
o21ai_0	1511	9.2
edfxtp_1	128	4.7
nor2_1	680	3.1
## power by group
group | leakage, nW | total, mW | internal, mW | switching [mW]
sequential | 15.3 | 6.00 | 5.36 | 0.646
combinational | 19.7 | 7.57 | 2.57 | 5.00
clock | 2.43 | 5.36 | 3.12 | 2.24
total | 37.5 | 18.9 | 11.0 | 7.89
## final timing paths
kind	slack, ps	endpoint	cells past startpoint
worst max-delay path	3380	flop	15
worst min-delay path	500	flop	1
worst max register to register	5500	flop	12
worst min register to register	500	flop	1
max in group asynchronous	6260	asynchronous set/reset pin	5
min in group asynchronous	1210	asynchronous set/reset pin	1
## cells by family (layout without fill, tap and decap cells)
kind of cell	Yosys count	in the layout	synth area share (%)
compound gates	3589	3589	26.7
xor+xnor	113	113	1.22
fa+ha+maj	129	129	2.03
buf+inv	1096	1197	5.13
flops	1176	1176	36.5
mux	646	646	17.3
other cells	0	144	0
simple gates	2164	2164	11.1
## cell type report
class,instances,area (µm²),share of cell area [%]
Sequential cell,1176,30100,31.7
Timing Repair Buffer,822,7100,7.49
Clock buffer,217,4470,4.71
Antenna cell,144,360,0.380
Inverter,116,445,0.470
Clock inverter,42,465,0.491
Tap cell,2688,3360,3.55
Multi-Input combinational cell,6641,48500,51.2
## metrics by stage
step / worst slack, ps / util, %
floorplan: 3670 / -
global placement: 2510 / 43.8
detailed placement: 2560 / 43.8
CTS: 3410 / 46.2
global route: 3010 / 46.2
finish: 3380 / 46.3
Power is estimated from default activity; no workload was simulated.
